[design.v]
`timescale 1ns / 1ps
module CacheControl
    (
    input clk,
    input reset,
    input [23:0] reference,
    input  hit,
    output [19:0] tag,
    output reg [63:0] addressRead,
    output index,
    output reg write_E,
    output reg read_E,
    output reg fetch_new_ins
    );
    reg [63:0] hits;
    reg [63:0] misses;
    reg [63:0] references_count;
    wire [2:0] offset;
    assign tag = reference[23:4]; 
    assign index = reference[3]; 
    assign offset = reference[2:0]; 
    always @(posedge clk)
    begin
        if (reset)
        begin
            addressRead <= -1;
        end
        else
        begin
            if (fetch_new_ins)
            begin
                addressRead <= addressRead + 1;
            end
        end
    end
    always @(posedge clk)
    begin
        if (reset)
        begin
            fetch_new_ins <= 1;
            read_E <= 0;
            write_E <= 0;
            hits <= 0;
            misses <= 0;
            references_count <= 0;
        end
        else
        begin
            if (fetch_new_ins) 
            begin
                references_count <= references_count + 1;
                fetch_new_ins <= 0;
                read_E <= 1;
            end
            else if (read_E)
            begin
                if (hit == 0)
                begin  
                    write_E <= 1;
                    misses <= misses + 1;
                    read_E <= 0;
                end
                else if (hit  == 1)
                begin  
                    hits <= hits + 1;
                    fetch_new_ins <= 1;
                    read_E <= 0;
                end
            end
            else if (write_E)
            begin
                write_E <= 0;
                fetch_new_ins <= 1;
            end
        end
    end
endmodule
[run.sh]
#!/bin/bash
# OpenROAD 26Q1-2900-gdf79404cd8, Yosys 0.63+post, stock flow scripts
make -C /OpenROAD-flow-scripts/flow DESIGN_CONFIG=/design/flow/config.mk WORK_HOME=/design/flow/orfs finish
[config.mk]
export PLATFORM = sky130hd
export DESIGN_NAME = CacheControl
export DESIGN_NICKNAME = CacheControl
export VERILOG_FILES = /design/flow/design.v
export SDC_FILE = /design/flow/constraint.sdc
export NUM_CORES = 4
export LEC_CHECK = 1
export CORE_UTILIZATION = 40
[constraint.sdc]
current_design CacheControl

set clk_period 6.6
set clk_io_pct 0.2

create_clock -name clk0 -period $clk_period [get_ports {clk}]

set non_clock_inputs [all_inputs -no_clocks]
set_input_delay [expr $clk_period * $clk_io_pct] -clock clk0 $non_clock_inputs
set_output_delay [expr $clk_period * $clk_io_pct] -clock clk0 [all_outputs]
==> results.yml <==
# synthesis and place-and-route metrics
layout:
  area_growth_pct: 23.2
  comb_area_sq_mm: 0.00176
  fin_util: 0.509
  nFillCells: 766
  drive_gt1_frac: 0.0553
  ff_latch_area_sq_mm: 0.00134
  lay_top_count: "clkdlybuf4s50_1"
  stdcell_count: 557
  lay_top_cells: "clkdlybuf4s50_1 (69), dfxtp_1 (67), nand2_1 (53), nor2_1 (34), nand3_1 (27)"
timing:
  max-slew-margin-rel: 0.495
  rsz0062_at_grt: "false"
  finalSetupViolations: 0
  report.final.slew_viol_count: 0
  finalSetupTns_ns: 0
  fin_worst_skew_ns: 0.00573
  final-hold-violation-count: 0
  period_minus_slack_ns: 2.78
  finalClockPeriodUsage: 0.421
  fmax_mhz: 360
  worst_pin_slew_ns: 0.756
critical_path:
  crit_path_end_kind: "output pin"
  critPathRequiredTime_ns: 5.28
  worst_r2r_path_depth: 5
  cp_slowest_cell: "dfxtp_1"
  cp_top_family: "flip-flops"
  reg2reg_to: "addressRead[60]"
  r2r_setup_slack_ns: 3.88
  worstPathArrival_ns: 1.46
  worst-path-stages: 1
  path_buffers: 1
  cp_cell_sequence: "clkdlybuf4s50_1"
  critPathMaxFanout: 13
  regToRegStartpoint: "addressRead[7]"
  slowest_delay_ns: 0.58
  crit_start: "fetch_new_ins"
  start_kind: "register"
  critical_path_class: "reg2out"
hold_path:
  hp-start: "addressRead[63]"
  hold_path_depth: 2
  hold_class: "reg2reg"
  hold_end: "addressRead[63]"
route:
  route.detailed.drc: 0
  drt_wl_total_mm: 7.36
  vias: 2902
  n_antenna_cell: 0
  first_pass_iters: 4
  via_per_inst: 5.21
  post_drt_wl_per_cell_um: 13.2
  dr.first_iter.drc_count: 117
  ant_nets: 0
yosys:
  synthArstFlopShare: 0
  yosysTopAreaCell: "dfxtp_1"
  yosys_warnings: 1
  synth_top_flop_cell: "dfxtp_1"
  syn_area_sq_mm: 0.00338
  edf_count: 0
  yosys_area_sq_mm: 0.00338
  yosys.area.top_type_share: 0.397
  yosysCellCount: 404
  syn_inst: 404
  ys.flops: 67
  yosysUniqueCellTypes: 33
  avgSynthCellArea_sq_um: 8.37
  ys_seq_share: 0.397
  top_cells_by_area: "dfxtp_1 (40%), mux2i_1 (5.9%), nand2_1 (5.9%)"
clock_network:
  cts_buffer_depth: 2
  clk-insertion-delay-late_ns: 0.34
  cts_tree: "done"
  post_cts_resized: 0
  cts_setup_buffers: 0
  path_clk_slew_ns: 0.07
  hold_buffers: 0
  root_buffer: "clkbuf_8"
  tritoncts.num_buffers: 9
  clock-sinks: 67
  htree_num_levels: 3
grt:
  grt_pass1_vias: 2519
  grt.overflow.total: 0
  grt_pass1_wl_mm: 12.4
  antenna_found_initial: 0
  grt_max_degree: 47
  track_usage: 0.180
placement:
  gp_congestion: 0.782
  io_buffers: 69
  hpwl_mm: 4.97
  place_inst: 542
die:
  fp-row-count: 33
  die_area_sq_mm: 0.00882
  pin_count: 115
  die_x_um: 93.9
  fp_util: 0.413
  core-area_sq_mm: 0.00818
  die_y_um: 93.9
job:
  warning_count: 28
  max_cap_viol_count: 0
power:
  p_leak_uw: 0.00173
  power.total_uw: 2150
  powerDensity_mw_per_mm2: 517
  peakVddDrop_uv: 338
run_status:
  status: "finished, final reports clean"
[logic make-up (layout without fill, tap and decap cells)]
| family | Yosys count | after routing | share of synthesized area |
|---|---|---|---|
| XOR/XNOR | 31 | 31 | 0.0803 |
| buffers and inverters | 48 | 96 | 0.0833 |
| AND/OR/NAND/NOR | 220 | 220 | 0.344 |
| adder cells (fa/ha/maj) | 1 | 1 | 0.00370 |
| flip-flops | 67 | 67 | 0.397 |
| multiplexers | 20 | 20 | 0.0592 |
| AND-OR/OR-AND | 17 | 17 | 0.0330 |
[registers in the layout, summed over array words and instances (netlist names)]
signal,count
write_E,1
fetch_new_ins,1
read_E,1
addressRead,64
[worst max-delay path by stage]
stage	to	slack (ns)
5_1_grt	addressRead[58]	3.62
6_report	fetch_new_ins	3.82
4_1_cts	fetch_new_ins	3.80
[stage by stage]
step                      hold WS (ns)  setup slack [ns]  instance area (sq um)
after floorplan                  0.460              3.86                   3380
after global placement           0.505              3.60                   3970
after detailed placement         0.520              3.59                   3970
after CTS                        0.535              3.80                   4160
after global routing             0.563              3.62                   4160
final                            0.525              3.82                   4160
[layer usage]
metal	part of all wire	vias to the layer above	GRT usage	wire [um]
met3	0.069	5	0.0502	505
met2	0.44	83	0.274	3260
li1	-	1488	-	-
met1	0.48	1326	0.273	3530
met5	0	-	0	0
met4	0.0092	0	0.0141	68
[power breakdown]
part,switching (uW),internal (uW)
registers,153,519
clock network,149,193
logic,610,529
total,912,1240
[cells in the mapped netlist, drive strengths merged, types with 2 or more instances]
cell,number
and4,2
a21oi,2
nor2,34
or3,6
or2,4
nor2b,17
nor4,17
buf,26
inv,11
nand2,53
mux2i,20
dfxtp,67
or4,8
nand4,26
o21ai,6
nand3,27
nor3,17
xor2,15
and3,7
o31ai,7
clkbuf,11
xnor2,16
[cell type report]
class | count | share of cell area
clock inverters | 2 | 0.00842
well taps | 105 | 0.0316
multi-input cells | 289 | 0.422
clock buffers | 13 | 0.0382
inverters | 11 | 0.00992
flip-flops and latches | 67 | 0.322
repair buffers | 70 | 0.168
Power and IR drop assume default switching activity.
