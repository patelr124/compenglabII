==> flow/design.v <==
module Registers(r1, r2, r_write, data_in, write_E, r1_data, r2_data, clk, reset);
	input clk;						
	input reset;
	input [4:0] r1, r2;				
	input [4:0] r_write;				 
	input [63:0] data_in;				 
	input write_E;						 
	output [63:0] r1_data, r2_data;		
	reg [63:0] registers [31:0]; 
	integer i;
	assign #2 r1_data = registers[r1];
	assign #2 r2_data = registers[r2];
	initial
	begin
		registers[31] = 64'b0; 	 
	end
	always @ (posedge clk)
	begin
		if(reset)
		for(i = 0; i < 64; i=i+1)
			registers[i] = 64'b0;
		else
		begin
			if(write_E && r_write != 5'b11111)
			registers[r_write] = data_in;
		end
	end
	always @ (*)
	begin
		registers[31] = {64{1'b0}};  
	end
endmodule
==> flow/run.sh <==
#!/bin/bash
# OpenROAD 26Q1-2900-gdf79404cd8, Yosys 0.63+post, stock flow scripts
make -C /OpenROAD-flow-scripts/flow DESIGN_CONFIG=/design/flow/config.mk WORK_HOME=/design/flow/orfs finish
==> flow/config.mk <==
export PLATFORM = sky130hd
export DESIGN_NAME = Registers
export DESIGN_NICKNAME = Registers
export VERILOG_FILES = /design/flow/design.v
export SDC_FILE = /design/flow/constraint.sdc
export NUM_CORES = 4
export LEC_CHECK = 1
export CORE_UTILIZATION = 40
==> flow/constraint.sdc <==
current_design Registers

set clk_period 11.4
set clk_io_pct 0.2

create_clock -name clk0 -period $clk_period [get_ports {clk}]

set non_clock_inputs [all_inputs -no_clocks]
set_input_delay [expr $clk_period * $clk_io_pct] -clock clk0 $non_clock_inputs
set_output_delay [expr $clk_period * $clk_io_pct] -clock clk0 [all_outputs]
==> PnR_summary.wiki <==
== Metrics ==
{| class="wikitable"
! Metric !! Value
|-
| Outcome || finished, violations left
|-
| Failing checks || max-capacitance violations, max-slew violations
|-
| Sequential cell area fraction in the yosys report || 0.4369
|-
| Layout-stage area growth over the synthesis result || 14.48%
|-
| Slew Limit Headroom || -0.06756
|-
| CTS root buffer || sky130_fd_sc_hd__clkbuf_16
|-
| CTS buffer count || ~210
|-
| EDFF count, synth || 0
|-
| Crit-path max cell delay || approximately 1.3 ns
|-
| Slew @ Worst Pin || around 1.6 ns
|-
| Final wirelength || roughly 640000 um
|-
| Setup TNS || 0 ns
|-
| Core box area || around 230000 um2
|-
| Worst hold slack || ~0.47 ns
|-
| Vias per std cell || 7.315
|-
| Slowest stage cell, crit path || sky130_fd_sc_hd__clkdlybuf4s50_1
|-
| Final Wtd Congestion || 1.056
|-
| Wire per inst || 42.16 um
|-
| Kind of critical path || primary input to output pin
|-
| Arrival time at the worst endpoint || between 7 and 8 ns
|-
| Path category of the worst min-delay check || register to register
|-
| Count of unique library cells instantiated by Yosys || ~53
|-
| Via Count || ~110k
|-
| Highest-count cells in the layout ignoring fill and taps || sky130_fd_sc_hd__nand2_1 (4242), sky130_fd_sc_hd__a21oi_1 (2129), sky130_fd_sc_hd__dfxtp_1 (1984), sky130_fd_sc_hd__a22oi_1 (1606), sky130_fd_sc_hd__buf_4 (425)
|-
| Commonest register cell after synthesis || sky130_fd_sc_hd__dfxtp_1
|-
| Insertion Delay late pin || 0.91 ns
|-
| Die Outline Area || about 230000 um2
|-
| Post-DP HPWL || 346900 um
|-
| Largest fanout on the critical path || 20
|-
| Post-Synthesis Cells || ~12000
|-
| Synthesized area divided by synthesized cell count || 7.378 um2
|-
| Pin count of the biggest net entering global routing || 158
|-
| Post-layout period usage || 0.8792
|-
| Final hold viol count || 0
|-
| Max-cap violations || 1
|-
| Initial detailed-routing violation count || between 15000 and 20000
|-
| Total iterations of the first detailed-routing run || 13
|-
| Antenna violations before repair || 65
|-
| Critical Path Start Type || primary input
|-
| Global router's overall resource usage || 0.5636
|-
| Achievable frequency || between 90 and 100 MHz
|-
| Final Skew || 0 ns
|-
| Fraction of layout cells with a size suffix above 1 || 0.07843
|-
| Total of fill cells in the finished design || roughly 22000
|-
| Nature of the critical path endpoint || output pin
|-
| Wire length of the first global-routing pass || around 860000 um
|-
| Worst vdd ir || roughly 0.00014 V
|-
| Hold buffer count at CTS || 0
|-
| Fin worst setup slack || 1.377 ns
|-
| Pwr Density || between 100 and 150 nW/um2
|-
| Number of buffers added on ports || 209
|-
| Total number of warnings across the stage logs || 69
|-
| Site Rows || 174
|-
| Static leakage || about 33 nW
|-
| Die width || between 400 and 500 um
|-
| Dominant logic cell type in the layout || sky130_fd_sc_hd__nand2_1
|-
| Flip-flop count of the largest register after layout || about 2000
|-
| ANT nets after route || 0
|-
| Count of instantiated cells in the yosys netlist || 12320
|-
| Cell chain of the critical path || clkdlybuf4s50_1 > nand2_1 > nor2_4 > buf_4 > a21oi_1 > o211ai_1 > nor3_1 > a21oi_1 > clkdlybuf4s50_1
|-
| Pre-Place Util || 0.4035
|-
| Final-report setup violation count || 0
|-
| Placement Setup Slack || between 1.5 and 2 ns
|-
| Post-synthesis register bit count || just under 2000
|-
| Fraction of synthesis flops using an asynchronous set or reset pin || 0
|-
| CTS sink cnt || between 1500 and 2000
|-
| RSZ-0062 raised after global routing || false
|-
| GRT overflow || 0
|-
| CTS-repair resized insts || 0
|-
| Number of setup buffers added after CTS || 0
|-
| Remaining design rule violation count || 0
|-
| I/O pin cnt || roughly 210
|-
| Maximum buffer depth of the clock tree || 3
|-
| Post-synthesis instance area || ~91000 um2
|-
| Clock transition at the registers of the reported paths || 0.06 ns
|-
| Max-slew violations || 3
|-
| Reg2Reg Setup Slack || between 10 and 15 ns
|-
| Data required time at the worst endpoint || a little over 9 ns
|-
| Crit path time final || between 10 and 15 ns
|-
| H-tree lvl count || 4
|-
| Via count of the first global-routing pass || around 100k
|-
| Chip height || roughly 480 um
|-
| Yosys Warn Count || 2
|-
| CTS tree || built
|-
| Area reported by Yosys stat || 90910 um2
|}
-- synthesized netlist by cell type, types with 7 or more instances --
master	n	area (um2)
sky130_fd_sc_hd__a2111oi_0	7	61.31
sky130_fd_sc_hd__a21oi_1	2129	10660
sky130_fd_sc_hd__a221oi_1	55	481.7
sky130_fd_sc_hd__a222oi_1	83	830.8
sky130_fd_sc_hd__a22o_1	50	437.9
sky130_fd_sc_hd__a22oi_1	1606	12060
sky130_fd_sc_hd__a31oi_1	11	68.82
sky130_fd_sc_hd__and3_1	11	68.82
sky130_fd_sc_hd__and4_1	24	210.2
sky130_fd_sc_hd__buf_1	51	191.4
sky130_fd_sc_hd__buf_2	279	1396
sky130_fd_sc_hd__buf_4	29	217.7
sky130_fd_sc_hd__clkbuf_1	864	3243
sky130_fd_sc_hd__dfxtp_1	1984	39720
sky130_fd_sc_hd__inv_1	7	26.28
sky130_fd_sc_hd__mux2i_1	10	100.1
sky130_fd_sc_hd__nand2_1	4273	16040
sky130_fd_sc_hd__nand2b_1	12	75.07
sky130_fd_sc_hd__nand3_1	114	570.6
sky130_fd_sc_hd__nand4_1	245	1533
sky130_fd_sc_hd__nor2_1	153	574.3
sky130_fd_sc_hd__nor2_2	31	193.9
sky130_fd_sc_hd__nor3_1	67	335.3
sky130_fd_sc_hd__nor3_2	11	110.1
sky130_fd_sc_hd__nor4_1	30	187.7
sky130_fd_sc_hd__o21ai_0	19	95.09
sky130_fd_sc_hd__o32a_1	67	670.6
sky130_fd_sc_hd__or2_2	7	43.79
sky130_fd_sc_hd__or3_1	28	175.2
sky130_fd_sc_hd__or4_1	10	75.07
-- area by class of cell --
class,count,area [um2],area share
Antenna cell,95,237.7,0.002284
Inverter,7,26.28,0.0002525
Timing Repair Buffer,676,6111,0.05871
Tap cell,2992,3744,0.03597
Sequential cell,1984,39720,0.3816
Multi-Input combinational cell,9107,46920,0.4508
Clock buffer,311,6305,0.06058
Clock inverter,79,1023,0.009834
-- logic make-up (layout without fill, tap and decap cells) --
group | Yosys count | in the layout | synth area share
AND-OR/OR-AND | 4042 | 4042 | 0.2803
buffers and inverters | 1232 | 1073 | 0.05607
other | 0 | 95 | 0
multiplexers | 10 | 10 | 0.001101
AND/OR/NAND/NOR | 5055 | 5055 | 0.2256
flip-flops | 1984 | 1984 | 0.4369
-- stage by stage --
| stage | area, um2 | total power [mW] | cells | utilization |
|---|---|---|---|---|
| 2_1_floorplan | 90910 | 7.563 | 12320 | - |
| 3_3_place_gp | 96510 | 8.047 | 14770 | 0.4283 |
| 3_5_place_dp | 96510 | 8.054 | 14770 | 0.4283 |
| 4_1_cts | 103800 | 15.31 | 15160 | 0.4608 |
| 5_1_grt | 103900 | 15.65 | 15170 | 0.4610 |
| 6_report | 104100 | 15.48 | 15250 | 0.4619 |
-- path summary, 6_finish.rpt --
path / start / end / depth (start not counted)
worst max-delay path: r2[4] / r2_data[47] / 9
worst min-delay path: registers[14][3] / registers[14][3] / 2
worst max register to register: registers[6][19] / registers[6][19] / 2
worst min register to register: registers[14][3] / registers[14][3] / 2
-- power by group --
| group | switching, mW | internal (mW) | leakage (nW) |
|---|---|---|---|
| registers | 0.0521 | 6.98 | 16.0 |
| clock network | 3.19 | 4.29 | 3.61 |
| logic | 0.781 | 0.170 | 13.8 |
-- critical path, delay by kind of cell --
family                 cells  cell delay [ns]
AND-OR/OR-AND              3             1.14
AND/OR/NAND/NOR            3             1.83
buffers and inverters      3             2.39
-- layer usage --
metal / wire [um] / up-vias / part of all wire / global-route usage
met5: 1402 / - / 0.0022 / 0.02755
met4: 66830 / 76 / 0.10 / 0.4293
met3: 118100 / 4245 / 0.18 / 0.3603
met2: 243100 / 12060 / 0.38 / 0.7181
met1: 213500 / 52340 / 0.33 / 0.6706
li1: - / 42850 / - / -
Power figures rest on the tool's default switching activity, not on a simulated workload.
